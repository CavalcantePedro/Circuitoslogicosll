$ cat flow/config.mk
export PLATFORM = sky130hd
export DESIGN_NAME = contador_8bits
export DESIGN_NICKNAME = contador_8bits
export VERILOG_FILES = /design/flow/design.v
export SDC_FILE = /design/flow/constraint.sdc
export NUM_CORES = 4
export LEC_CHECK = 1
export CORE_AREA = 10 10 70 70
export DIE_AREA = 0 0 80 80
$ cat flow/constraint.sdc
current_design contador_8bits

set clk_period 2.1
set clk_io_pct 0.2

create_clock -name clk0 -period $clk_period [get_ports {clk}]

set non_clock_inputs [all_inputs -no_clocks]
set_input_delay [expr $clk_period * $clk_io_pct] -clock clk0 $non_clock_inputs
set_output_delay [expr $clk_period * $clk_io_pct] -clock clk0 [all_outputs]
$ cat flow/design.v
module contador_8bits
 (output logic [7:0] q,
  input logic clk, clrn);
always_ff@(posedge clk, negedge clrn) 
  if (~clrn)
   q <= 0;
   else q <= q + 1;
endmodule
$ cat flow/run.sh
#!/bin/bash
# OpenROAD 26Q1-2900-gdf79404cd8, Yosys 0.63+post, stock flow scripts
make -C /OpenROAD-flow-scripts/flow DESIGN_CONFIG=/design/flow/config.mk WORK_HOME=/design/flow/orfs finish
==> flow_summary.ini <==
; yosys + openroad results
[floorplanning]
fp-row-count = 21
coreArea_sq_um = 3420
chipArea_sq_um = 6400
die_w_um = 80
initCoreUtil = 0.0927
io-pin-count = 10
die_y_um = 80

[global_route]
grt_pass1_wl_mm = 1.22
grt.busiest_layer = met1
grt_use_total = 0.0259
use_met3 = 0.0250
met2_usage = 0.0257
grt_start_max_net_pins = 9
use_met1 = 0.0378
antenna_found_initial = 0
grt.overflow.total = 0
grt_pass1_vias = 246

[critical_path]
critPathTopFamily = buffers and inverters
critPathBufInv = 1
cp-start-kind = flop
crit_fanout = 5
crit_type = reg -> out
cp-startpoint = q[3]
worstPathCellList = clkdlybuf4s50_1
critical-path-max-stage-delay_ns = 0.52
end_kind = output port
rr_startpoint = q[2]
reg2reg_depth = 3
cp.arrival_ns = 1.21
worst-path-stages = 1
slowest_stage = clkdlybuf4s50_1
worstPathRequired_ns = 1.68

[logic_synthesis]
synth_top_area_share = 0.632
synth_warnings = 1
synth_chip_area_sq_um = 317
area_leaders = dfrtp_1 (63%), xnor2_1 (8.3%), xor2_1 (8.3%), ha_1 (4.0%), nand3_1 (3.2%)
yosys.cell_types.count = 11
synth.avg_cell_area_sq_um = 13.2
synth_area_sq_um = 317
netlist_instances = 24
ys_ff = 8
ys_cells = 24
top_area_cell = dfrtp_1
synth_seq_share = 0.632

[placement]
buffer_ports.inserted = 9
place.gp.congestion = 0.681
post-place-ws_ns = 0.756
placed_cell_area_sq_um = 464
dp_hpwl_um = 587

[clocking]
cts_resized = 0
cts_root_buf = clkbuf_4
cts_hold_buffers = 0
clock_path_buffers = 2
clkTransAtPathRegs_ns = 0.05
cts_tree = done
cts_buffers = 3
cts_sinks = 8
worstSkewPairLatency_ns = 0.25
cts_setup_buffers = 0
htreeDepth = 1

[power]
leakage_nw = 0.197
cellPowerDensity_nw_per_um2 = 565
peakVddDrop_v = 0.000262
totalPowerFinal_w = 0.000275

[cells_and_area]
largest_register_ff_count = 8
syn_to_final_growth_pct = 53.8
reg_top3 = q x8
top_register = q
fin_area_sq_um = 487
layout-drive-gt1-share = 0.139

[route]
drc = 0
drtAntennaViolNets = 0
drt-vias-per-instance = 2.55
vias = 209
drt_pass1_iterations = 2
avgRoutedWirePerCell_um = 8.91
wl_um = 731
num_antenna_cells = 0
drt_iter0_drc = 7

[sta]
finalClockPeriodUsage = 0.775
post-route-min-period_ns = 1.63
relSlewSlack = 0.746
timing.fmax_ghz = 0.614
final-hold-violation-count = 0
drv_slew = 0
rsz0062_at_grt = no
finalSetupTns_ns = 0
layout_setup_ws_ns = 0.472
tightestPinTransition_ns = 0.380
setup_viol = 0
fin_skew_ns = 0.00148

[flow_run]
warnings = 25
maxCapViolCount = 0

[run_status]
status = finished, final reports clean

[hold_path]
hold_class = in -> async
[cells by family (layout without fill, tap and decap cells)]
| group | count (synthesis) | after routing | share of synthesized area |
|---|---|---|---|
| flops | 8 | 8 | 0.632 |
| simple gates | 8 | 8 | 0.150 |
| xor+xnor | 6 | 6 | 0.166 |
| fa+ha+maj | 1 | 1 | 0.0395 |
| buf+inv | 1 | 13 | 0.0118 |
[synthesized netlist by cell type]
library cell / count
and3_1: 1
dfrtp_1: 8
ha_1: 1
inv_1: 1
nand2_1: 2
nand3_1: 2
nand3_2: 1
nor2_1: 1
nor3_2: 1
xnor2_1: 3
xor2_1: 3
[worst register-to-register path, delay by kind of cell (launching register included)]
kind | cells | cell delay [ns]
DFF | 1 | 0.42
and+or+nand+nor | 2 | 0.36
xor gates and xnor gates | 1 | 0.15
[stage by stage]
step	hold slack (ns)	utilization	cells
2_1_floorplan	0.124	-	24
4_1_cts	0.451	0.142	82
5_1_grt	0.456	0.142	82
3_3_place_gp	0.464	0.136	79
6_report	0.454	0.142	82
3_5_place_dp	0.461	0.136	79
[routing by layer]
layer | vias up | share of wire
li1 | 101 | -
met1 | 97 | 0.60
met5 | - | 0
met4 | 0 | 0
met3 | 0 | 0.13
met2 | 11 | 0.27
[final cells by class]
cell class | instances | area, sq um
tap | 46 | 57.6
timing repair buffer | 9 | 90.1
multi-input combinational | 15 | 113
fill | 392 | 2930
inverter | 1 | 3.75
sequential | 8 | 200
clock buffer | 3 | 22.5
[power breakdown]
part | leakage, nW | internal, W | switching, W | total (W)
combinational | 0.0809 | 0.00000164 | 0.00000301 | 0.00000465
clock | 0.0138 | 0.0000653 | 0.0000506 | 0.000116
sequential | 0.102 | 0.000154 | 0 | 0.000154
[path summary, 6_finish.rpt]
kind / slack [ns] / end
worst min register to register: 0.46 / q[7]
max in group asynchronous: 1.38 / q[6]
worst max-delay path: 0.47 / q[3]
min in group clk0: 0.46 / q[7]
worst max register to register: 1.09 / q[7]
worst min-delay path: 0.45 / q[3]
[cell usage in the layout, fill, tap and decap left out]
master,Yosys,final
and3_1,1,1
clkbuf_4,0,3
clkdlybuf4s50_1,0,9
dfrtp_1,8,8
ha_1,1,1
inv_1,1,1
nand2_1,2,2
nand3_1,2,2
nand3_2,1,1
nor2_1,1,1
nor3_2,1,1
xnor2_1,3,3
xor2_1,3,3
Power figures rest on the tool's default switching activity, not on a simulated workload.
