===== flow/constraint.sdc =====
current_design exercicio1

set clk_period 1.3
set clk_io_pct 0.2

create_clock -name clk0 -period $clk_period

set non_clock_inputs [all_inputs -no_clocks]
set_input_delay [expr $clk_period * $clk_io_pct] -clock clk0 $non_clock_inputs
set_output_delay [expr $clk_period * $clk_io_pct] -clock clk0 [all_outputs]

===== flow/config.mk =====
export PLATFORM = sky130hd
export DESIGN_NAME = exercicio1
export DESIGN_NICKNAME = exercicio1
export VERILOG_FILES = /design/flow/design.v
export SDC_FILE = /design/flow/constraint.sdc
export NUM_CORES = 4
export LEC_CHECK = 1
export CORE_AREA = 10 10 70 70
export DIE_AREA = 0 0 80 80

===== flow/design.v =====
module exercicio1
(output logic [6:0]z,
input logic [3:0] x);
always @ * begin
if (x > 4)
z = x*x;
else z = 2*x;
end
endmodule

===== flow/run.sh =====
#!/bin/bash
# OpenROAD 26Q1-2900-gdf79404cd8, Yosys 0.63+post, stock flow scripts
make -C /OpenROAD-flow-scripts/flow DESIGN_CONFIG=/design/flow/config.mk WORK_HOME=/design/flow/orfs finish

==> summary.txt <==
Status on the layout run. Arrival time reported for the critical path endpoint landed at 1.37 ns. Net switching power figure landed at 70.8 uW. The end-of-flow timing check tallies setup violations at 5. In the final layout, the fill cell count is 388. The synthesized netlist has a Yosys-reported chip area of 208 um^2. Floorplan die height landed at 80 um. Hold-check failures listed in the final report amount to 0. Power share of the combinational group landed at 100.0%. Buffers placed on the I/O ports in this run total 11.

The library cell used most frequently in the layout, excluding fill and tap cells, is sky130_fd_sc_hd__buf_4. First-pass GRT wire length landed at 1380 um. Maximum net fanout on the critical path landed at 4. Per the detailed placement report, the placed cell area equals 453 um^2.

Counting tap cells, the placed design contains a total of 94 instances. After synthesis, the largest family of logic cells by area is simple AND/OR/NAND/NOR gates. The cell-mix breakdown from Yosys lists the simple-gate area share as between 40% and 50%.

After synthesis, flip-flops and latches occupy 0% of the total area. The first detailed-routing pass ran for 4 iterations. After detailed routing, the number of remaining DRC violations is 0. Core area landed at 3420 um^2. The checks that failed: setup timing. Summing the areas of all compound-gate instances in the mapped netlist gives 22.9% of the synthesized area. Proportion of layout cells with a drive suffix above 1 landed at 72.2%. The floorplan step records an initial core utilization of 6.08%. For reference, the most critical setup path is categorized as in -> out. For this block, the routed nets add up to approximately 840 um of wire. Area growth from synthesis to final layout landed at 168%. The run finished, with violations left. STA classifies the critical path startpoint as an input pin.

Tally of non-filler cells in the final layout landed at around 100. Count of tool warnings landed at 34. Setup repair after global routing could not meet its margin everywhere. Synthesis warning total landed at 1. Count of clock-net buffers in the final layout landed at 0. Design area landed at 557 um^2. Setup slack on the critical path of the routed design comes to -0.327 ns. According to the hold report, the worst path is of the in -> out type.

After synthesis the cells add up to 208 um^2. Share of the cycle needed by the critical path after routing landed at 125%. Per the OpenROAD power report, leakage power amounts to 0.000236 uW. Number of rows in the core area landed at 21. According to the floorplan report, the total die area is about 6400 um^2. Pin count of the biggest net entering global routing landed at 9. In this run the tightest slew margin relative to its limit is 85.0%. Average wire per cell in the routed design landed at 8.43 um. Worst IR drop on VDD landed at ~0.081 mV.

The portion of synthesized area spent on multiplexers is 0%. Flip-flop and latch area landed at 0 um^2. Overall routing resource usage landed at around 2.6%. Synthesis handed over a netlist of 30 instances. According to the timing report, the data required time at the worst endpoint equals around 1.0 ns.

Power density normalized to cell area landed at 335 nW/um^2. Shortest period the worst path allows landed at 1.63 ns. Ranking logic cells in the layout by count gives the top entries 10 x sky130_fd_sc_hd__buf_4, 6 x sky130_fd_sc_hd__buf_6, 4 x sky130_fd_sc_hd__and2_4, 4 x sky130_fd_sc_hd__nor2_1, 4 x sky130_fd_sc_hd__buf_2.

Number of DRC markers after the initial detailed-route iteration landed at 11. Adder and majority cell fraction of the synthesized area landed at 18.1%. Cell count listed in synth_stat.txt landed at 30. In this run the maximum-capacitance check reported violations numbering 0.

Registers are responsible for 0% of the overall power. Number of nets with antenna violations after detailed routing landed at 0. Post-detailed-placement half-perimeter wirelength landed at 580 um. Measured slew at the worst slew-check pin landed at between 0.2 and 0.25 ns. Number of global-route vias before repair landed at roughly 280. Total global routing overflow landed at 0. Number of antenna violations at the first check in global routing landed at 0. Number of vias after detailed routing landed at approximately 300. Synthesized area per cell landed at 6.92 um^2.

Count of distinct cell types in the synthesized netlist landed at 18. For this run, the detailed router reports a per-instance via density of 2.98. Number of inserted diodes landed at 0. Final weighted congestion of routability-driven global placement landed at approximately 0.82.

Per the OpenROAD floorplan log, the width of the die is about 80 um. Count of pins over their slew limit landed at 0. Xor and xnor fraction of the mapped netlist area landed at 8.43%. Highest achievable clock rate landed at slightly above 600 MHz.

Number of sequential cells in the layout landed at 0. Total I/O pin count landed at 11. STA classifies the critical path endpoint as an output port. The power report lists cell-internal power as 116 uW.

In this run, the clock network consumes 0% of the power. Of the total power, the share spent switching nets is a little under two fifths.
-- worst paths after layout --
check,from,endpoint,slack [ns],cells past startpoint
setup / recovery,x[0],z[6],-0.33,8
hold / removal,x[2],z[3],0.85,4
-- per-stage QoR --
stage	power, uW	TNS (ns)	setup WS [ns]	hold slack [ns]	util [%]
final	187	-1.03	-0.327	0.848	16.3
after global routing	206	-1.35	-0.418	0.876	16.3
after CTS	172	-1.20	-0.335	0.847	15.6
after detailed placement	142	-6.39	-1.16	1.57	13.3
after global placement	141	-6.34	-1.17	1.56	13.3
after floorplan	57.8	0	0.00165	0.590	-
-- cell families after synthesis --
kind of cell	Yosys count
AND-OR/OR-AND	6
XOR/XNOR	2
adder cells (fa/ha/maj)	3
buffers and inverters	2
AND/OR/NAND/NOR	17
-- critical path: stages --
cell	delay [ns]
sky130_fd_sc_hd__buf_8	0.10
sky130_fd_sc_hd__buf_6	0.11
sky130_fd_sc_hd__and2_4	0.13
sky130_fd_sc_hd__ha_4	0.17
sky130_fd_sc_hd__a211oi_4	0.27
sky130_fd_sc_hd__o21ai_1	0.08
sky130_fd_sc_hd__nor2b_1	0.13
sky130_fd_sc_hd__buf_2	0.12
-- synth_stat cells (all sizes together) --
master | n | share of area [%]
and2 | 6 | 19
nor2 | 6 | 12
ha | 3 | 18
inv | 2 | 3.6
nor2b | 2 | 6.0
a211oi | 1 | 6.0
a21oi | 1 | 2.4
a41oi | 1 | 4.2
nand2b | 1 | 3.0
o21a | 1 | 3.6
o21ai | 1 | 2.4
o32ai | 1 | 4.2
or2 | 1 | 4.2
or3 | 1 | 3.0
xnor2 | 1 | 4.2
xor2 | 1 | 4.2
-- final cells by class --
class	count	area, um^2	share of cell area, %
Multi-Input combinational cell	28	290	52.1
Inverter	2	7.51	1.35
Timing Repair Buffer	24	201	36.2
Tap cell	46	57.6	10.3
-- power groups by stage --
stage | logic (uW) | registers [uW] | clock network, uW
finish | 187 | 0 | 0
global route | 206 | 0 | 0
CTS | 172 | 0 | 0
-- routing by layer --
metal	track usage, %	vias up	wire [um]
li1	-	153	-
met1	4.88	134	527
met2	2.65	11	235
met3	0.682	0	79
met4	0	0	0
met5	0	-	0
-- repair_timing --
item                       in CTS  in global routing
pin swaps                      14                  9
hold buffers                    0                  0
setup endpoints to repair       7                  5
setup buffers                   5                  2
gates resized                  54                  7
Power and IR drop assume default switching activity.
